===== flow/run.sh =====
#!/bin/bash
# OpenROAD 26Q1-2900-gdf79404cd8, Yosys 0.63+post, stock flow scripts
make -C /OpenROAD-flow-scripts/flow DESIGN_CONFIG=/design/flow/config.mk WORK_HOME=/design/flow/orfs finish

===== flow/constraint.sdc =====
current_design SEG7_LUT_4

set clk_period 1.2
set clk_io_pct 0.2

create_clock -name clk0 -period $clk_period

set non_clock_inputs [all_inputs -no_clocks]
set_input_delay [expr $clk_period * $clk_io_pct] -clock clk0 $non_clock_inputs
set_output_delay [expr $clk_period * $clk_io_pct] -clock clk0 [all_outputs]

===== flow/config.mk =====
export PLATFORM = sky130hd
export DESIGN_NAME = SEG7_LUT_4
export DESIGN_NICKNAME = SEG7_LUT_4
export VERILOG_FILES = /design/flow/design.v
export SDC_FILE = /design/flow/constraint.sdc
export NUM_CORES = 4
export LEC_CHECK = 1
export CORE_AREA = 10 10 78 78
export DIE_AREA = 0 0 88 88

===== flow/design.v =====
module SEG7_LUT	(	oSEG,iDIG	);
input	[3:0]	iDIG;
output	[6:0]	oSEG;
reg		[6:0]	oSEG;
always @(iDIG)
begin
		case(iDIG)
		4'h1: oSEG = 7'b1111001;	 
		4'h2: oSEG = 7'b0100100; 	 
		4'h3: oSEG = 7'b0110000; 	 
		4'h4: oSEG = 7'b0011001; 	 
		4'h5: oSEG = 7'b0010010; 	 
		4'h6: oSEG = 7'b0000010; 	 
		4'h7: oSEG = 7'b1111000; 	 
		4'h8: oSEG = 7'b0000000; 	 
		4'h9: oSEG = 7'b0011000; 	 
		4'ha: oSEG = 7'b0001000;
		4'hb: oSEG = 7'b0000011;
		4'hc: oSEG = 7'b1000110;
		4'hd: oSEG = 7'b0100001;
		4'he: oSEG = 7'b0000110;
		4'hf: oSEG = 7'b0001110;
		4'h0: oSEG = 7'b1000000;
		endcase
end
endmodule
module SEG7_LUT_4 (	oSEG0,oSEG1,oSEG2,oSEG3,iDIG );
input	[15:0]	iDIG;
output	[6:0]	oSEG0,oSEG1,oSEG2,oSEG3;
SEG7_LUT	u0	(	oSEG0,iDIG[3:0]		);
SEG7_LUT	u1	(	oSEG1,iDIG[7:4]		);
SEG7_LUT	u2	(	oSEG2,iDIG[11:8]	);
SEG7_LUT	u3	(	oSEG3,iDIG[15:12]	);
endmodule

==> reports/qor.tcl <==
set qor(max_slew.worst_pin.slew_ns) 0.239
set qor(timing_max_transition_violations_final) 0
set qor(slew_headroom_pct) 84.0
set qor(tally_of_non_filler_cells_in_the_final_layout) 289
set qor(postPlaceCellArea_mm2) 0.00180
set qor(worst_ep_arrival_time_ns) 1.31
set qor(clockBufferCount) 0
set qor(ant_nets) 0
set qor(synthesis.area_um2) 985
set qor(port_buffers) 44
set qor(rsz0062_at_grt) {true}
set qor(grt_max_degree) 9
set qor(logic_area_mm2) 0.00133
set qor(worstPathRequired_ns) 0.96
set qor(place.detailed.instances) 272
set qor(vdd_ir_drop_max_v) 0.000183
set qor(globalRouteOverflowTotal) 0
set qor(routed_wirelength_mm) 3.96
set qor(final_cell_area_mm2) 0.00238
set qor(hold_crit_path_type) {input pin to output port}
set qor(setup_ws_ns) -0.346
set qor(vias_per_cell) 4.62
set qor(ys_cells) 138
set qor(ys_chip_area_um2) 985
set qor(route.detailed.wl_per_inst_um) 13.7
set qor(final.hold.worst_slack_ns) 0.908
set qor(grt_antenna_before_repair) 0
set qor(clock.fmax_ghz) 0.647
set qor(fp-row-count) 24
set qor(path_class) {input pin to output port}
set qor(count_of_vias_placed_by_the_detailed_router) 1336
set qor(grt_util_all_layers_pct) 9.75
set qor(areaGrowthSynthToFinish_pct) 142
set qor(grt_first_pass_wirelength_mm) 6.52
set qor(worstSetupEndpointType) {output port}
set qor(post-dp-hpwl_mm) 2.63
set qor(violations_in_the_final_reports) {setup timing}
set qor(antenna_cells_inserted) 0
set qor(flop_area_um2) 0
set qor(syn-instance-count) 138
set qor(power.leakage_nw) 1.07
set qor(cts.hold.buffers_added) 0
set qor(first_global_vias) 1325
set qor(ys_seq_share_pct) 0
set qor(power_per_cell_area_mw_per_mm2) 341
set qor(chip_area_mm2) 0.00774
set qor(timing.final.crit_period_ns) 1.55
set qor(drt-pass1-iter-count) 4
set qor(status) {finished, violations left}
set qor(setup_violations) 27
set qor(summed_negative_setup_slack_over_all_endpoints_ns) -4.71
set qor(mostFrequentLayoutCell) {buf_4}
set qor(core_region_area_mm2) 0.00441
set qor(die_width_um) 88
set qor(synthDistinctLibCells) 30
set qor(final_layout_size_suffix_gt1_share_pct) 72.6
set qor(boundaryPins) 44
set qor(die-height_um) 88
set qor(maxCapViolations) 0
set qor(synth.area.top_cells) {ha_1 30%, mux2i_1 8.1%, o21ai_0 7.1%, nor2_1 6.1%, inv_1 5.0%}
set qor(report.final.hold_viol_count) 0
set qor(crit_path_max_fanout) 4
set qor(log.warning_count) 54
set qor(syn-mean-instance-area_um2) 7.14
set qor(remaining_drc_errors) 0
set qor(ys.warnings.count) 1
set qor(min_period_over_period_pct) 129
set qor(flops) 0
set qor(drt-initial-drc-count) 11
set qor(routabilityCongestion) 0.854
set qor(fillCellCount) 352
set qor(initial_core_util_pct) 22.3
set qor(lay_top_cells) {39 x buf_4, 29 x buf_2, 25 x buf_6}
set qor(largest_area_contributor_in_the_synthesized_netlist) {ha_1}
set qor(crit_path_start_kind) {input pin}
set qor(post-synth-top-area-fraction_pct) 30.5
[kinds of logic (layout without fill, tap and decap cells)]
group                    after synthesis  after routing  share of synthesized area [%]
AND-OR/OR-AND                         45             45                           30.2
AND/OR/NAND/NOR                       37             37                           18.4
adder cells (fa/ha/maj)               24             24                           30.5
buffers and inverters                 21            120                           9.28
multiplexers                          11             11                           11.6
[stage by stage]
step	setup slack, ns	power [W]	util [%]
3_3_place_gp	-1.10	0.000620	40.9
4_1_cts	-0.340	0.000759	52.4
6_report	-0.346	0.000811	53.9
5_1_grt	-0.404	0.000887	53.9
3_5_place_dp	-1.10	0.000621	40.9
2_1_floorplan	0.00137	0.000226	-
[repair_timing]
action                     CTS  global route
setup buffers               20             2
setup endpoints to repair   28            27
gates resized              273            32
pin swaps                   37            21
[routing by layer]
layer | track usage, % | up-vias | wire (um)
li1 | - | 700 | -
met3 | 1.87 | 0 | 266
met4 | 0.290 | 0 | 0
met2 | 15.5 | 29 | 1770
met5 | 0 | - | 0
met1 | 14.0 | 607 | 1930
[layout make-up]
class	instances	area share, %
well taps	52	2.74
multi-input cells	117	56.1
repair buffers	106	37.2
inverters	14	4.00
[synthesized netlist by cell type (all sizes together)]
cell / instances
nand3: 1
nor2b: 4
a21oi: 7
a21boi: 1
and2: 1
ha: 24
clkbuf: 2
o32ai: 4
nor2: 17
buf: 5
o31ai: 5
o22ai: 2
nand2b: 2
or3: 3
o31a: 1
inv: 14
a22o: 5
or3b: 2
o211ai: 2
mux2i: 8
nand2: 6
o21ai: 15
mux2: 3
a32o: 1
o2bb2ai: 2
or2b: 1
[power by group]
group	leakage, nW	switching, W	internal (W)
Sequential	0	0	0
Clock	0	0	0
Combinational	1.07	0.000342	0.000468
[final timing paths]
path / start / endpoint / slack (ns) / cells after the start
max: iDIG[1] / oSEG0[1] / -0.35 / 7
min: iDIG[2] / oSEG0[3] / 0.91 / 4
[critical path: stages]
cell and delay [ns]:
buf_8 0.08, clkinvlp_4 0.13, buf_6 0.17, ha_4 0.23, o211ai_1 0.20, o21ai_1 0.12
buf_2 0.13
Power is estimated from default activity; no workload was simulated.
